### ./config.mk
export PLATFORM = sky130hd
export DESIGN_NAME = top
export DESIGN_NICKNAME = top
export VERILOG_FILES = /design/flow/design.v
export SDC_FILE = /design/flow/constraint.sdc
export NUM_CORES = 4
export LEC_CHECK = 1
export CORE_UTILIZATION = 50
### ./constraint.sdc
current_design top

set clk_period 4.1
set clk_io_pct 0.2

create_clock -name clk0 -period $clk_period [get_ports {CLK}]

set non_clock_inputs [all_inputs -no_clocks]
set_input_delay [expr $clk_period * $clk_io_pct] -clock clk0 $non_clock_inputs
set_output_delay [expr $clk_period * $clk_io_pct] -clock clk0 [all_outputs]
### ./design.v
module top(input CLK, RXD, output TXD, LED0, LED1, LED2, LED3, LED4);
   reg  [0:23] 	data = {8'b01100001, 8'b01100010, 8'b01100011};
   wire [0:511] msg  = {data, 1'b1, 423'b0, 64'd24};
   wire [0:255] hash;
   sha256 _sha256(.clk(CLK), .reset(1'b1), .M(msg), .hash(hash));
   wire reset = 1;
   reg 	start, send;
   wire busy;
   reg  [6:0] pos;
   wire [7:0] ascii [0:15];
   wire [7:0] char = (pos < 64) ? ascii[hash[(pos * 4) +: 4]] : (pos == 65) ? 8'h0a : 8'h0d;
   reg [31:0] sec_clk;
   always @(negedge reset or posedge CLK) begin
      if(!reset)
	begin
	   pos   = 0;
	   send  = 0;
	   start = 0;
	   LED0  = 1;
	end
      else begin
	 if(busy)
	   send = 0;
	 if(!busy && !send && start)
	   begin
	      if(pos < 66)
		begin
		   pos = pos + 1;
		   send = 1;
		end
	      else start = 0;
	   end
	 if(!start && sec_clk == ((12000000 * 5)))
	   begin
	      pos   = 0;
	      send  = 1;
	      start = 1;
	      sec_clk <= 0;
	   end
	 else
	   sec_clk <= sec_clk + 1;
      end
   end
   uart_tx tx(.clk(CLK), .tx(TXD), .send(send), .data(char), .busy(busy));
   assign LED1 = 0;
   assign LED2 = 0;
   assign LED3 = 0;
   assign LED4 = 0;
   assign ascii[ 0] = 8'h30;
   assign ascii[ 1] = 8'h31;
   assign ascii[ 2] = 8'h32;
   assign ascii[ 3] = 8'h33;
   assign ascii[ 4] = 8'h34;
   assign ascii[ 5] = 8'h35;
   assign ascii[ 6] = 8'h36;
   assign ascii[ 7] = 8'h37;
   assign ascii[ 8] = 8'h38;
   assign ascii[ 9] = 8'h39;
   assign ascii[10] = 8'h61;
   assign ascii[11] = 8'h62;
   assign ascii[12] = 8'h63;
   assign ascii[13] = 8'h64;
   assign ascii[14] = 8'h65;
   assign ascii[15] = 8'h66;
endmodule
module sha256(input clk, reset, input wire [0:511] M, output wire [0:255] hash);
   genvar i;
   wire [0:31] h   [0:7];
   wire [0:31] k   [0:63];
   wire [0:31] w   [0:63];
   wire [0:31] r   [0:64][0:7];
   wire [0:31] tmp [0:64];
   generate
      for(i = 0; i < 16; i = i+1)
	assign w[i] = M[ (i*32) +: 32 ];
      for(i = 16; i < 64; i = i+1)
	assign w[i] = (((w[i-15] >> 7) | (w[i-15] << (32 - 7))) ^ ((w[i-15] >> 18) | (w[i-15] << (32 - 18))) ^ (w[i-15] >>  3)) + w[i-7] + (((w[i- 2] >> 17) | (w[i- 2] << (32 - 17))) ^ ((w[i- 2] >> 19) | (w[i- 2] << (32 - 19))) ^ (w[i- 2] >> 10)) + w[i-16];
      sha256_r4 r0(.a0(h[0]), .b0(h[1]), .c0(h[2]), .d0(h[3]),
		   .e0(h[4]), .f0(h[5]), .g0(h[6]), .h0(h[7]),
		   .k1(k[0]), .k2(k[1]), .k3(k[2]), .k4(k[3]),
		   .w1(w[0]), .w2(w[1]), .w3(w[2]), .w4(w[3]),
		   .a4(r[0][0]), .b4(r[0][1]), .c4(r[0][2]), .d4(r[0][3]),
		   .e4(r[0][4]), .f4(r[0][5]), .g4(r[0][6]), .h4(r[0][7]));
      for(i = 1; i < 16; i = i+1) begin : r4_loop
	 sha256_r4 rI(.a0(r[i-1][0]), .b0(r[i-1][1]), .c0(r[i-1][2]), .d0(r[i-1][3]),
		      .e0(r[i-1][4]), .f0(r[i-1][5]), .g0(r[i-1][6]), .h0(r[i-1][7]),
		      .k1(k[(i*4)+0]), .k2(k[(i*4)+1]), .k3(k[(i*4)+2]), .k4(k[(i*4)+3]),
		      .w1(w[(i*4)+0]), .w2(w[(i*4)+1]), .w3(w[(i*4)+2]), .w4(w[(i*4)+3]),
		      .a4(r[i][0]), .b4(r[i][1]), .c4(r[i][2]), .d4(r[i][3]),
		      .e4(r[i][4]), .f4(r[i][5]), .g4(r[i][6]), .h4(r[i][7]));
      end
      for(i = 0; i < 8; i = i+1)
	assign hash[ (i*32) +: 32 ] = h[i] + r[15][i];
   endgenerate
   assign h[0] = 32'h6a09e667;
   assign h[1] = 32'hbb67ae85;
   assign h[2] = 32'h3c6ef372;
   assign h[3] = 32'ha54ff53a;
   assign h[4] = 32'h510e527f;
   assign h[5] = 32'h9b05688c;
   assign h[6] = 32'h1f83d9ab;
   assign h[7] = 32'h5be0cd19;
   assign k[ 0] = 32'h428a2f98;
   assign k[ 1] = 32'h71374491;
   assign k[ 2] = 32'hb5c0fbcf;
   assign k[ 3] = 32'he9b5dba5;
   assign k[ 4] = 32'h3956c25b;
   assign k[ 5] = 32'h59f111f1;
   assign k[ 6] = 32'h923f82a4;
   assign k[ 7] = 32'hab1c5ed5;
   assign k[ 8] = 32'hd807aa98;
   assign k[ 9] = 32'h12835b01;
   assign k[10] = 32'h243185be;
   assign k[11] = 32'h550c7dc3;
   assign k[12] = 32'h72be5d74;
   assign k[13] = 32'h80deb1fe;
   assign k[14] = 32'h9bdc06a7;
   assign k[15] = 32'hc19bf174;
   assign k[16] = 32'he49b69c1;
   assign k[17] = 32'hefbe4786;
   assign k[18] = 32'h0fc19dc6;
   assign k[19] = 32'h240ca1cc;
   assign k[20] = 32'h2de92c6f;
   assign k[21] = 32'h4a7484aa;
   assign k[22] = 32'h5cb0a9dc;
   assign k[23] = 32'h76f988da;
   assign k[24] = 32'h983e5152;
   assign k[25] = 32'ha831c66d;
   assign k[26] = 32'hb00327c8;
   assign k[27] = 32'hbf597fc7;
   assign k[28] = 32'hc6e00bf3;
   assign k[29] = 32'hd5a79147;
   assign k[30] = 32'h06ca6351;
   assign k[31] = 32'h14292967;
   assign k[32] = 32'h27b70a85;
   assign k[33] = 32'h2e1b2138;
   assign k[34] = 32'h4d2c6dfc;
   assign k[35] = 32'h53380d13;
   assign k[36] = 32'h650a7354;
   assign k[37] = 32'h766a0abb;
   assign k[38] = 32'h81c2c92e;
   assign k[39] = 32'h92722c85;
   assign k[40] = 32'ha2bfe8a1;
   assign k[41] = 32'ha81a664b;
   assign k[42] = 32'hc24b8b70;
   assign k[43] = 32'hc76c51a3;
   assign k[44] = 32'hd192e819;
   assign k[45] = 32'hd6990624;
   assign k[46] = 32'hf40e3585;
   assign k[47] = 32'h106aa070;
   assign k[48] = 32'h19a4c116;
   assign k[49] = 32'h1e376c08;
   assign k[50] = 32'h2748774c;
   assign k[51] = 32'h34b0bcb5;
   assign k[52] = 32'h391c0cb3;
   assign k[53] = 32'h4ed8aa4a;
   assign k[54] = 32'h5b9cca4f;
   assign k[55] = 32'h682e6ff3;
   assign k[56] = 32'h748f82ee;
   assign k[57] = 32'h78a5636f;
   assign k[58] = 32'h84c87814;
   assign k[59] = 32'h8cc70208;
   assign k[60] = 32'h90befffa;
   assign k[61] = 32'ha4506ceb;
   assign k[62] = 32'hbef9a3f7;
   assign k[63] = 32'hc67178f2;
endmodule
module sha256_r4
  (input  wire [0:31] a0, b0, c0, d0, e0, f0, g0, h0,
   input  wire [0:31] k1, k2, k3, k4, w1, w2, w3, w4,
   output wire [0:31] a4, b4, c4, d4, e4, f4, g4, h4);
   wire [0:31] tmp1 = h0 + k1 + w1 + ((e0 & f0) ^ ((~e0) & g0)) + (((e0 >> 6) | (e0 << (32 - 6))) ^ ((e0 >> 11) | (e0 << (32 - 11))) ^ ((e0 >> 25) | (e0 << (32 - 25))));
   wire [0:31] a1 = tmp1 + ((a0 & b0) ^ (a0 & c0) ^ (b0 & c0)) + (((a0 >> 2) | (a0 << (32 - 2))) ^ ((a0 >> 13) | (a0 << (32 - 13))) ^ ((a0 >> 22) | (a0 << (32 - 22))));
   wire [0:31] e1 = tmp1 + d0;
   wire [0:31] tmp2 = g0 + k2 + w2 + ((e1 & e0) ^ ((~e1) & f0)) + (((e1 >> 6) | (e1 << (32 - 6))) ^ ((e1 >> 11) | (e1 << (32 - 11))) ^ ((e1 >> 25) | (e1 << (32 - 25))));
   wire [0:31] a2 = tmp2 + ((a1 & a0) ^ (a1 & b0) ^ (a0 & b0)) + (((a1 >> 2) | (a1 << (32 - 2))) ^ ((a1 >> 13) | (a1 << (32 - 13))) ^ ((a1 >> 22) | (a1 << (32 - 22))));
   wire [0:31] e2 = tmp2 + c0;
   wire [0:31] tmp3 = f0 + k3 + w3 + ((e2 & e1) ^ ((~e2) & e0)) + (((e2 >> 6) | (e2 << (32 - 6))) ^ ((e2 >> 11) | (e2 << (32 - 11))) ^ ((e2 >> 25) | (e2 << (32 - 25))));
   wire [0:31] a3 = tmp3 + ((a2 & a1) ^ (a2 & a0) ^ (a1 & a0)) + (((a2 >> 2) | (a2 << (32 - 2))) ^ ((a2 >> 13) | (a2 << (32 - 13))) ^ ((a2 >> 22) | (a2 << (32 - 22))));
   wire [0:31] e3 = tmp3 + b0;
   wire [0:31] tmp4 = e0 + k4 + w4 + ((e3 & e2) ^ ((~e3) & e1)) + (((e3 >> 6) | (e3 << (32 - 6))) ^ ((e3 >> 11) | (e3 << (32 - 11))) ^ ((e3 >> 25) | (e3 << (32 - 25))));
   assign a4 = tmp4 + ((a3 & a2) ^ (a3 & a1) ^ (a2 & a1)) + (((a3 >> 2) | (a3 << (32 - 2))) ^ ((a3 >> 13) | (a3 << (32 - 13))) ^ ((a3 >> 22) | (a3 << (32 - 22))));
   assign b4 = a3;
   assign c4 = a2;
   assign d4 = a1;
   assign e4 = a0 + tmp4;
   assign f4 = e3;
   assign g4 = e2;
   assign h4 = e1;
endmodule
`timescale 1ns / 1ps
module uart_tx
  #(parameter CLKFREQ=12000000, BAUD=115200)
   (
    input wire 	     clk,
    input wire 	     send,
    input wire [7:0] data,
    output reg 	     tx,
    output wire      busy
    );
   initial tx <= 1'b1;
   reg [6:0] clk_count = 7'b0;
   always @(posedge clk)
     clk_count <= (baud_clk)? 0 : clk_count + 1;
   wire baud_clk = (clk_count == (CLKFREQ/BAUD)-1);
   reg [9:0]   buff = 10'b1111111111;
   reg [3:0]   len = 0;
   assign busy = (len < 10);
   always @(posedge clk)
     begin
	if (!busy && send) begin
	   buff <= { 1'b1, data[7:0], 1'b0 };
	   len = 4'd0;
	   tx <= 1;
	end
	else if (busy && baud_clk) begin
	   tx <= buff[len];
	   len = len + 1;
	end
     end
endmodule
module uart_rx
  #(parameter CLKFREQ=12000000, BAUD=115200)
   (
    input 	     clk,
    input 	     rx,
    output 	     ready,
    output reg [7:0] data
    );
   initial data <= 8'b0;
   reg [6:0] clk_count = 7'b0;
   always @(posedge clk)
     if (frame)  clk_count <= (baud_clk0) ? 0 : clk_count + 1;
     else        clk_count <= 0;
   wire      baud_clk0 = (clk_count == (CLKFREQ/BAUD)-1);
   wire      baud_clk1 = (clk_count == ((CLKFREQ/BAUD)-1)/2);
   reg [3:0] i = 4'hf;
   assign ready = ((i == 4'd8) && rx);
   wire      frame = (i <= 8 || i == 4'hf);
   wire      reset = (!rx && !frame);
   always @(posedge reset or posedge baud_clk1)
     begin
	if (reset) begin
	   i <= 4'hf;
	   data <= 8'd0;
	end else begin
	   if(frame) begin
	      if (i < 8)
		data[i] <= rx;
	      i <= i + 1;
	   end
	end
     end
endmodule
### ./run.sh
#!/bin/bash
# OpenROAD 26Q1-2900-gdf79404cd8, Yosys 0.63+post, stock flow scripts
make -C /OpenROAD-flow-scripts/flow DESIGN_CONFIG=/design/flow/config.mk WORK_HOME=/design/flow/orfs finish
==> flow_summary.json <==
{
  "final_antenna_net_count": 0,
  "post_cts.repair.setup_buffers": 0,
  "ys_area_sq_um": 3290,
  "end_kind": "register",
  "synthArstFlopShare": 0,
  "drt_iter0_markers": 81,
  "cp-startpoint": "pos[6]$_SDFFE_PP0P_",
  "final_util": 0.546,
  "max_freq_mhz": 374,
  "top_area_cell": "dfxtp_1",
  "slew_violations": 0,
  "cts_tree": "done",
  "grt_first_pass_wirelength_microns": 10200,
  "grt.total_usage": 0.181,
  "grt_max_degree": 24,
  "netlist_area_sq_um": 3290,
  "critPathKind": "reg -> reg",
  "fp.dieW_microns": 83.1,
  "rrSetupSlack_ns": 1.43,
  "yosysWarnings": 4,
  "cts.sinks": 62,
  "ys_types": 65,
  "netlist.area_leader.share": 0.323,
  "status": "finished, final reports clean",
  "syn_inst": 356,
  "boundaryPins": 8,
  "globalplace.congestion": 0.858,
  "drive_above_1_share": 0.0838,
  "worstReg2RegStart": "pos[6]$_SDFFE_PP0P_",
  "edf_count": 9,
  "p_per_area_nw_per_um2": 331,
  "synthTopCellsByCount": "dfxtp_1 (53), nor2_1 (39), xnor2_1 (28), nand2_1 (25), nand3_1 (18)",
  "yosysCellCount": 356,
  "routed_wl_microns": 5770,
  "tns_ns": 0,
  "cp.arrival_ns": 2.85,
  "vdd_drop_max_mv": 0.227,
  "syn_avg_cell_area_sq_um": 9.23,
  "clk_path_buf_depth": 2,
  "top_cell": "dfxtp_1",
  "maxCapViolCount": 0,
  "initCoreUtil": 0.518,
  "viasPerCell": 5.48,
  "ys_seq_share": 0.405,
  "tightest_slew_ns": 0.753,
  "ys.flops": 62,
  "topCellsByArea": "dfxtp_1 (32%), edfxtp_1 (8.2%), xnor2_1 (7.5%), nor2_1 (4.5%), xor2_1 (3.5%)",
  "warnings": 28,
  "dp.cells": 419,
  "cts_root_buf": "clkbuf_8",
  "ff_type": "dfxtp_1",
  "crit_path_end": "pos[0]$_SDFFE_PP0P_",
  "simple_gate_area_frac": 0.251,
  "fin_crit_ns": 2.67,
  "muxShareOfSynthArea": 0.0202,
  "slew_headroom": 0.498,
  "fin_crit_sh": 0.652,
  "synthAoiAreaFrac": 0.131,
  "netlist_logic_family_top": "simple AND/OR/NAND/NOR gates",
  "start_kind": "register",
  "rows": 29,
  "synth_adder_area_share": 0.0228,
  "clk_pin_slew_ns": 0.06,
  "finClkSkew_ns": 0.00918,
  "crit_chain": "clkinv_1, a31o_2, o31ai_1, and3_1, nor2_1",
  "cts-resized-gates": 0,
  "critical-path-max-stage-delay_ns": 0.71,
  "diodes": 0,
  "holdBufCountCts": 0,
  "num_vias": 2383,
  "fin_cells": 435,
  "reg2reg_to": "pos[0]$_SDFFE_PP0P_",
  "overflow": 0,
  "p_leak_nw": 1.16,
  "clock_latency_ns": 0.33,
  "die_area_sq_um": 6900,
  "grt_pass1_vias": 2091,
  "setup_viol": 0,
  "rsz0062_at_grt": "no",
  "port_buffers": 1,
  "xor_area_frac": 0.109,
  "drc": 0,
  "worstPathRequired_ns": 4.28,
  "area.growth.synth_to_final_pct": 5.41,
  "antenna_found_initial": 0,
  "hold_violations": 0,
  "wl_per_cell_microns": 13.3,
  "cp_max_fo": 20,
  "chipHeight_microns": 83.1,
  "core-area_sq_um": 6350,
  "h-tree-depth": 3,
  "dr.pass1.iters": 4,
  "crit_path_top_delay_cell": "and3_1",
  "hpwl_microns": 3830,
  "finalPower_w": 0.00115,
  "rr_worst_depth": 5,
  "hold_class": "reg -> reg",
  "numCtsBuffers": 9
}
## area by class of cell
cell class | count | area (sq um)
Inverter | 9 | 33.8
Clock inverter | 4 | 56.3
Sequential cell | 62 | 1330
Timing Repair Buffer | 2 | 17.5
Clock buffer | 12 | 145
Tap cell | 77 | 96.3
Multi-Input combinational cell | 269 | 1780
Fill cell | 572 | 2890
## report_power, final
group,total (W),switching [W],internal (W)
clock network,0.000531,0.000230,0.000301
registers,0.000614,0,0.000614
logic,0.000000260,0.000000259,0
## layer usage
layer  up-vias  share of wire  track usage
met4         0         0.0092       0.0251
met3         4          0.023       0.0222
met2        22           0.42        0.238
li1       1265              -            -
met1      1092           0.55        0.334
met5         -              0            0
## through the flow
step	hold WS (ns)	setup WS [ns]	area (sq um)
CTS	0.457	1.43	3460
global placement	0.431	1.46	3260
detailed placement	0.439	1.45	3260
global route	0.495	1.19	3460
floorplan	0.413	2.12	3310
finish	0.463	1.43	3460
## kinds of logic (layout without fill, tap and decap cells)
group	after synthesis	in the layout
XOR/XNOR	41	41
buffers and inverters	31	27
AND-OR/OR-AND	60	60
AND/OR/NAND/NOR	151	151
multiplexers	4	4
flip-flops	62	62
adder cells (fa/ha/maj)	6	6
other	1	7
## worst max-delay path, delay by kind of cell, from the launching register on
family / cells / cell delay (ns)
flops: 1 / 0.67
simple gates: 2 / 0.81
compound gates: 2 / 0.62
buf+inv: 1 / 0.42
## layout by cell type, fill, tap and decap left out, types with 7 or more instances in the layout
cell type	netlist	routed
nand3_1	18	18
conb_1	1	7
dfxtp_1	53	53
a21oi_1	7	7
o21ai_0	17	17
nand2_1	25	25
edfxtp_1	9	9
xnor2_1	28	28
xor2_1	13	13
and3_1	7	7
clkbuf_8	0	10
nor3_1	8	8
inv_1	7	7
nor2_1	39	39
nand4_1	11	11
## state kept, by name, summed over array words and instances, names as in the netlist
register / cells
tx.len: 4
tx.tx: 1
send: 1
start: 1
pos: 7
sec_clk: 32
tx.buff: 9
tx.clk_count: 7
## worst min-delay path by stage
stage | slack [ns] | start | cells after the start | to
4_1_cts | 0.46 | tx.clk_count[0]$_SDFF_PN0_ | 1 | tx.clk_count[0]$_SDFF_PN0_
5_1_grt | 0.49 | sec_clk[31]$_SDFF_PP0_ | 1 | sec_clk[31]$_SDFF_PP0_
6_report | 0.46 | tx.clk_count[0]$_SDFF_PN0_ | 1 | tx.clk_count[0]$_SDFF_PN0_
