==> design/flow/run.sh <==
#!/bin/bash
# OpenROAD 26Q1-2900-gdf79404cd8, Yosys 0.63+post, stock flow scripts
make -C /OpenROAD-flow-scripts/flow DESIGN_CONFIG=/design/flow/config.mk WORK_HOME=/design/flow/orfs finish
==> design/flow/config.mk <==
export PLATFORM = sky130hd
export DESIGN_NAME = uart_rx
export DESIGN_NICKNAME = uart_rx
export VERILOG_FILES = /design/flow/design.v
export SDC_FILE = /design/flow/constraint.sdc
export NUM_CORES = 4
export LEC_CHECK = 1
export CORE_AREA = 10 10 84 84
export DIE_AREA = 0 0 94 94
==> design/flow/constraint.sdc <==
current_design uart_rx

set clk_period 1.8
set clk_io_pct 0.2

create_clock -name clk0 -period $clk_period [get_ports {clk}]

set non_clock_inputs [all_inputs -no_clocks]
set_input_delay [expr $clk_period * $clk_io_pct] -clock clk0 $non_clock_inputs
set_output_delay [expr $clk_period * $clk_io_pct] -clock clk0 [all_outputs]
==> design/flow/design.v <==
`timescale 1ns / 1ps
module uart_tx
  #(parameter CLKFREQ=12000000, BAUD=115200)
   (
    input wire 	     clk,
    input wire 	     send,
    input wire [7:0] data,
    output reg 	     tx,
    output wire      busy
    );
   initial tx <= 1'b1;
   reg [6:0] clk_count = 7'b0;
   always @(posedge clk)
     clk_count <= (baud_clk)? 0 : clk_count + 1;
   wire baud_clk = (clk_count == (CLKFREQ/BAUD)-1);
   reg [9:0]   buff = 10'b1111111111;
   reg [3:0]   len = 0;
   assign busy = (len < 10);
   always @(posedge clk)
     begin
	if (!busy && send) begin
	   buff <= { 1'b1, data[7:0], 1'b0 };
	   len = 4'd0;
	   tx <= 1;
	end
	else if (busy && baud_clk) begin
	   tx <= buff[len];
	   len = len + 1;
	end
     end
endmodule
module uart_rx
  #(parameter CLKFREQ=12000000, BAUD=115200)
   (
    input 	     clk,
    input 	     rx,
    output 	     ready,
    output reg [7:0] data
    );
   initial data <= 8'b0;
   reg [6:0] clk_count = 7'b0;
   always @(posedge clk)
     if (frame)  clk_count <= (baud_clk0) ? 0 : clk_count + 1;
     else        clk_count <= 0;
   wire      baud_clk0 = (clk_count == (CLKFREQ/BAUD)-1);
   wire      baud_clk1 = (clk_count == ((CLKFREQ/BAUD)-1)/2);
   reg [3:0] i = 4'hf;
   assign ready = ((i == 4'd8) && rx);
   wire      frame = (i <= 8 || i == 4'hf);
   wire      reset = (!rx && !frame);
   always @(posedge reset or posedge baud_clk1)
     begin
	if (reset) begin
	   i <= 4'hf;
	   data <= 8'd0;
	end else begin
	   if(frame) begin
	      if (i < 8)
		data[i] <= rx;
	      i <= i + 1;
	   end
	end
     end
endmodule
==> results_dict.tcl <==
# flow metrics
set metrics [dict create \
    crit_slowest_cell "clkdlybuf4s50_1" \
    worstPathRequired_ps 1440 \
    fp.dieW_um 94 \
    p_int_mw 0.314 \
    drc 0 \
    whs_ps 448 \
    timing.final.ws_setup_ps 377 \
    r2r_start "clk_count[0]" \
    powerDensity_nw_per_um2 313 \
    final_util 0.238 \
    crit_end "ready" \
    avgSynthCellArea_um2 9.67 \
    end_kind "output port" \
    slowest_delay_ps 460 \
    finalSetupViolations 0 \
    critPathMaxFanout 2 \
    yosys_area_um2 1010 \
    numCtsBuffers 3 \
    nFillCells 561 \
    edf_count 0 \
    synth_cell_types 35 \
    pwr-share-clk 0.561 \
    ys_cells 104 \
    drt-initial-drc-count 12 \
    fp_util 0.193 \
    num_vias 765 \
    peakVddDrop_v 0.000484 \
    worstMarginPinSlew_ps 555 \
    antenna_found_initial 0 \
    path_class "in -> out" \
    grt.overflow.total 0 \
    p_seq_frac 0.404 \
    untimed_endpoints 20 \
    final_antenna_net_count 0 \
    finalInstanceArea_um2 1240 \
    io_buffers 10 \
    timing.rr.end "clk_count[3]" \
    r2r_setup_slack_ps 490 \
    die_h_um 94 \
    totalWireLength_um 1840 \
    grt_pass1_vias 703 \
    cts_tree "yes" \
    dp.cells 184 \
    r2r_cells 4 \
    crit_path_start_kind "primary input" \
    unclocked_pins 12 \
    cts_max_level 1 \
    numSynthFlops 19 \
    async_reset_ff_frac 0.632 \
    finalSetupTns_ps 0 \
    hold_class "reg -> reg" \
    rsz0062_at_grt "false" \
    maxCapViolCount 0 \
    place_ws_ps -1.64 \
    ys_seq_share 0.443 \
    routedWlPerCell_um 9.77 \
    dpl.hpwl_um 1390 \
    netlist_area_um2 1010 \
    slew_headroom 0.630 \
    clk_pin_slew_worst_paths_ps 40 \
    fin_crit_sh 0.790 \
    fin_cells 188 \
    drive_gt1_frac 0.144 \
    finalPower_mw 0.387 \
    crit_path_start "rx" \
    track_usage 0.0443 \
    critPathArrivalTime_ps 1060 \
    antenna_cells 0 \
    grt_start_max_net_pins 13 \
    first_pass_iters 4 \
    warnings 29 \
    p_leak_nw 0.452 \
    clock_path_buffers 2 \
    skew_ps 4.59 \
    core_um2 5200 \
    hold_violations 0 \
    synth_warnings 6 \
    grt_pass1_wl_um 3310 \
    dieArea_um2 8840 \
    gp_congestion 0.866 \
    fmax_mhz 703 \
    ff_type "dfrtn_1" \
    vias_per_cell 4.07 \
    clk_latency_ps 230 \
    status "complete, no violations" \
    switchingPower_mw 0.0731 \
    drv_slew 0 \
    p_sw_frac 0.189 \
    path_cells "dlymetal6s2s_1, and3_1, clkdlybuf4s50_1" \
    ios 11 \
    root_buffer "clkbuf_8" \
    fp-row-count 26 \
    postCtsHoldBufs 0 \
    seq_area_um2 445 \
    syn_to_final_growth_pct 23.0 \
    synthCells 104 \
    logic_area_um2 527 \
    combPwrFrac 0.035 \
    period_needed_ps 1420 \
    dpl_cell_area_um2 1190 \
]
-- critical path, delay by kind of cell --
| kind | cells | cell delay [ps] |
|---|---|---|
| buffers and inverters | 2 | 560 |
| AND/OR/NAND/NOR | 1 | 150 |
-- power groups by stage --
| stage | logic (mW) | registers, mW | clock network (mW) |
|---|---|---|---|
| final | 0.0136 | 0.157 | 0.217 |
| after global routing | 0.0158 | 0.156 | 0.239 |
| after CTS | 0.0145 | 0.156 | 0.223 |
-- state kept, by name, summed over array words and instances (netlist names) --
name and flops:
clk_count 7, data 8, i 4
-- per-layer routing --
layer | routed length [um] | part of all wire | GRT usage | vias up
met5 | 0 | 0 | 0 | -
met4 | 0 | 0 | 0.00253 | 0
met3 | 137 | 0.075 | 0.0129 | 0
met2 | 779 | 0.42 | 0.0651 | 21
met1 | 920 | 0.50 | 0.0655 | 355
li1 | - | - | - | 389
-- layout by cell type, fill, tap and decap left out, types with 2 or more instances in the layout --
master            n
o31ai_1           6
nand2_1           9
dfstp_2           4
mux2_2            2
clkdlybuf4s50_1   9
o21ai_0           8
dfxtp_1           7
or2_2             3
xnor2_1           3
nor2b_1           2
inv_1             6
dfrtn_1           8
nor2_1           11
a21oi_1           4
nand3_1           4
xor2_1            2
ha_1              6
clkbuf_8          3
-- Yosys cell counts (2+ instances only) --
| library cell | count | area share |
|---|---|---|
| nor2_1 | 11 | 0.041 |
| nand2_1 | 9 | 0.034 |
| dfrtn_1 | 8 | 0.20 |
| o21ai_0 | 8 | 0.040 |
| dfxtp_1 | 7 | 0.14 |
| ha_1 | 6 | 0.075 |
| inv_1 | 6 | 0.022 |
| o31ai_1 | 6 | 0.045 |
| a21oi_1 | 4 | 0.020 |
| dfstp_2 | 4 | 0.10 |
| nand3_1 | 4 | 0.020 |
| or2_2 | 3 | 0.019 |
| xnor2_1 | 3 | 0.026 |
| mux2_2 | 2 | 0.022 |
| nor2b_1 | 2 | 0.012 |
| xor2_1 | 2 | 0.017 |
-- worst min path at each step --
stage	startpoint	end	cells past startpoint
finish	clk_count[0]	clk_count[0]	1
global route	clk_count[0]	clk_count[0]	1
CTS	clk_count[0]	clk_count[0]	1
-- kinds of logic after synthesis --
logic type,share of synthesized area
adder cells (fa/ha/maj),0.0746
AND/OR/NAND/NOR,0.199
buffers and inverters,0.0336
flip-flops,0.443
AND-OR/OR-AND,0.174
XOR/XNOR,0.0435
multiplexers,0.0323
-- layout make-up --
type | count | area share
clock buffers | 4 | 0.0364
inverters | 6 | 0.0182
multi-input cells | 78 | 0.426
flip-flops and latches | 19 | 0.360
well taps | 70 | 0.0708
repair buffers | 11 | 0.0890
-- timing repair --
item / CTS / global route
gates resized: 0 / 1
setup endpoints to repair: 1 / 1
pin swaps: 1 / 0
setup buffers: 0 / 0
Power figures rest on the tool's default switching activity, not on a simulated workload.
